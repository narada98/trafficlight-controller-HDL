### design/flow/config.mk
export PLATFORM = sky130hd
export DESIGN_NAME = TrafficControllerMain
export DESIGN_NICKNAME = TrafficControllerMain
export VERILOG_FILES = /design/flow/design.v
export SDC_FILE = /design/flow/constraint.sdc
export NUM_CORES = 4
export LEC_CHECK = 1
export CORE_UTILIZATION = 50
### design/flow/constraint.sdc
current_design TrafficControllerMain

set clk_period 8.2
set clk_io_pct 0.2

create_clock -name clk0 -period $clk_period [get_ports {clk}]

set non_clock_inputs [all_inputs -no_clocks]
set_input_delay [expr $clk_period * $clk_io_pct] -clock clk0 $non_clock_inputs
set_output_delay [expr $clk_period * $clk_io_pct] -clock clk0 [all_outputs]
### design/flow/design.v
`timescale 1ns / 1ps
module Divider(
    input clk,
	 input rst,
    output reg oneHz_enable
    );
	 localparam [26:0] hz_constant = 27'd100_000_000;
	 reg [26:0]counter = hz_constant;
	 always@(posedge clk)
		begin
			if (rst) counter = hz_constant;
			else begin
				counter = counter - 1;
				oneHz_enable = (counter == 0);
				if (!counter) counter = hz_constant;
			end
		end
endmodule
`timescale 1ns / 1ps
module FSM(
    input Sensor_Sync,
    input WR,
    output reg WR_Reset,
    output reg [6:0] LEDs,
    output reg [1:0] interval,
    output reg start_timer,
    input expired,
    input Prog_Sync,
	 input Reset_Sync,
	 input clk
    );
	 localparam tb = 2'b00, 
					te = 2'b01, 
					ty = 2'b10, 
					tbx2 = 2'b11; 
	 reg deviate;  
	 reg senseOneTime;  
	 localparam A = 7'b0011000,  
					B = 7'b0101000,  
					C = 7'b1000010,  
					D = 7'b1000100,  
					E = 7'b1001001;  
	 always@(posedge clk) 
		begin
		start_timer = 0;
		if (Prog_Sync | Reset_Sync) begin
			LEDs = A;
			interval = tbx2;
			WR_Reset = 0;
			start_timer = 1;
			senseOneTime = 1;
			end
		if (expired) 
			begin
				case (LEDs)
					A: begin
							if (deviate) begin
								if (Sensor_Sync & senseOneTime)begin
									LEDs = A;
									interval = te;
									start_timer = 1;
									senseOneTime = 0;
 								end
								else begin
									LEDs = A;
									interval = tb;
									start_timer = 1;
								end
								deviate = 0;
							end
							else begin	
								LEDs = B;
								interval = ty;
								start_timer = 1;
							end
						end
					B:	begin
							if (WR) begin
								LEDs = E;
								interval = te;
								start_timer = 1;
								WR_Reset = 1;
							end
							else begin
								LEDs = C;
								interval = tb;
								start_timer = 1;
							end
							senseOneTime = 1;
						end
					C: begin
							if (Sensor_Sync & senseOneTime) begin
								LEDs = C;
								interval = te;
								start_timer = 1;
								senseOneTime = 0;
							end
							else begin
								LEDs = D;
								interval = ty;
								start_timer = 1;
								senseOneTime = 1;
							end
						end
					D: begin
							LEDs = A;
							interval = tb;
							start_timer = 1;
							deviate = 1;
							senseOneTime = 1;
						end
					E: begin
							LEDs = C;
							interval = tb;
							start_timer = 1;
							WR_Reset = 0;
						end
					default : 
							begin
							LEDs = A;
							interval = tb;
							deviate = 1;
							start_timer = 1;
							end
				endcase
		end
		end
endmodule
`timescale 1ns / 1ps
module Synchronizer(
input Reset,
input Sensor,
input Walk_Request,
input Reprogram,
input clk,
output reg Prog_Sync,
output reg WR_Sync,
output reg Sensor_Sync,
output reg Reset_Sync
);
always@(posedge clk) begin
if(Reset) Reset_Sync = 1;
else Reset_Sync = 0;
if(Sensor) Sensor_Sync = 1;
else Sensor_Sync = 0;
if(Walk_Request) WR_Sync = 1;
else WR_Sync = 0;
if(Reprogram) Prog_Sync = 1;
else Prog_Sync = 0; 
end
endmodule
`timescale 1ns / 1ps
 module TimeParameter(
    input [1:0] Selector,
    input [3:0] Time_value,
    input Prog_Sync,
	 input [1:0] interval,
	 input clk,
    output reg [3:0] value
    );
	 reg[3:0] tb = 4'b0110,  
				 te = 4'b0011,  
				 ty = 4'b0010;  
	always@(posedge clk) begin
	case (interval)
		2'b00: value = tb;
		2'b01: value = te;
		2'b10: value = ty;
		2'b11: value = 2*tb;
	endcase
	if (Prog_Sync) begin
		case (Selector) 
			2'b00: begin
						tb = 4'b0110;  
						te = 4'b0011;  
						ty = 4'b0010;  
					 end
			2'b01: tb = Time_value;
			2'b10: te = Time_value;
			2'b11: ty = Time_value;
		endcase
	end
	end
endmodule
`timescale 1ns / 1ps
module Timer(
    input [3:0] Value,
    input oneHz_enable,
    input start_timer,
	 input clk,
	 input Reset_Sync,
    output reg expired
    );
	 reg [3:0] time_left;
	 reg change =1;  
	always@(posedge clk) begin
		if (!change) begin
			change = 1;
			time_left = Value-1;
		end
		if (Reset_Sync)begin
			change = 0;
		end			
		if (start_timer) begin
			change =0;
		end
		expired = 0;
		if (oneHz_enable) begin
			if (!time_left) begin
				expired = 1;
				end
			else begin
			time_left = time_left - 1;
			end
		end
	end
endmodule
`timescale 1ns / 1ps
module TrafficControllerMain(
    input Reset,
    input Sensor,
    input Walk_Request,
    input Reprogram,
    input [1:0] Time_Parameter_Selector,
    input [3:0] Time_Value,
    input clk,
    output [6:0] LEDs
    );
	 wire [1:0] interval;
	 wire [1:0] Selector;
	 wire [3:0] value;
	 wire Reset_Sync;
	 wire oneHz_enable,Sensor_Sync,WR,WR_Reset,start_timer,expired,Prog_Sync;
	 wire WR_Sync;
	Divider divider (
		.rst(Reset_Sync),
		.clk(clk), 
		.oneHz_enable(oneHz_enable)
	);
	FSM fsm (
		.Sensor_Sync(Sensor_Sync), 
		.WR(WR), 
		.WR_Reset(WR_Reset), 
		.LEDs(LEDs), 
		.interval(interval), 
		.start_timer(start_timer), 
		.expired(expired), 
		.Prog_Sync(Prog_Sync), 
		.clk(clk),
		.Reset_Sync(Reset_Sync)
	);
	Synchronizer synchronizer (
		.Reset(Reset), 
		.Sensor(Sensor), 
		.Walk_Request(Walk_Request), 
		.Reprogram(Reprogram), 
		.clk(clk), 
		.Prog_Sync(Prog_Sync), 
		.WR_Sync(WR_Sync), 
		.Sensor_Sync(Sensor_Sync), 
		.Reset_Sync(Reset_Sync)
	);
	TimeParameter timeParameter (
			.Selector(Time_Parameter_Selector), 
			.Time_value(Time_Value), 
			.Prog_Sync(Prog_Sync), 
			.interval(interval), 
			.clk(clk), 
			.value(value)
		);
	Timer timer (
		.Value(value), 
		.oneHz_enable(oneHz_enable), 
		.start_timer(start_timer),
		.clk(clk),
		.expired(expired),
		.Reset_Sync(Reset_Sync)
	);
	WalkRegister walkRegister (
		.WR_Sync(WR_Sync), 
		.WR_Reset(WR_Reset),  
		.WR(WR)
	);
endmodule
`timescale 1ns / 1ps
module WalkRegister(
    input WR_Sync,
    input WR_Reset,
    output reg WR
    );
	 always@(posedge WR_Sync ,posedge WR_Reset) begin
		if (WR_Sync)begin
		 WR = 1;
		 end
		else begin 
		if (WR_Reset) begin WR = 0;
		end
		end
	 end
endmodule
### design/flow/run.sh
#!/bin/bash
# OpenROAD 26Q1-2900-gdf79404cd8, Yosys 0.63+post, stock flow scripts
make -C /OpenROAD-flow-scripts/flow DESIGN_CONFIG=/design/flow/config.mk WORK_HOME=/design/flow/orfs finish
==> impl_metrics.toml <==
# physical design summary
[final_timing]
finalSetupViolCount = 0
slew_headroom_pct = 57.4
unclocked_pins = 1
hold_violations = 0
rsz0062_at_grt = "no"
finalCriticalPeriod_ns = 2.94
fin_skew_ns = 0.00916
worst_pin_slew_ns = 0.638
period_used_pct = 35.8
max_freq_mhz = 341
maxSlewViolCount = 0
tns_ns = 0

[placement]
place_hpwl_mm = 4.01
port_buffers = 17
place.gp.congestion = 0.843
place_inst = 415

[cells_and_area]
syn_to_final_growth_pct = 12.6
final_cell_count_no_fill = 431
fin_util_pct = 59.4
drive_above_1_share_pct = 8.43
fillers = 521

[synth]
async_flop_share_pct = 1.45
top_cell_area_share_pct = 34.0
synth_flops = 69
edf_count = 14
top_cells_by_count = "dfxtp_1 (54), nor2_1 (39), nand2_1 (38), xor2_1 (17)"
ff_type = "dfxtp_1"
postSynthCellCount = 335
yosysSeqAreaShare_pct = 48.1
syn_avg_cell_area_um2 = 9.49
yosysWarnings = 6
ys_area_um2 = 3180
synth_top_cell_by_area = "dfxtp_1"
synth_area_um2 = 3180
synth_top_cell_by_count = "dfxtp_1"
top_cells_by_area = "dfxtp_1 (34%), edfxtp_1 (13%), xor2_1 (4.7%), nor2_1 (4.6%), nand2_1 (4.5%)"
ys_cells = 335
synth_cell_types = 55

[route]
antenna-diode-count = 0
wire_per_inst_um = 12.9
vias = 2256
drcViolationCount = 0
ant_nets = 0
wirelength_mm = 5.55
drtPass1Iterations = 4
vias_per_cell = 5.23
drtIter0Drc = 120

[power]
peakVddDrop_uv = 164
p_per_area_nw_per_um2 = 209
p_sw_share_pct = 25.7
seq_power_share_pct = 51.4
power.internal_mw = 0.555
p_sw_mw = 0.191
p_clk_share_pct = 37.0
p_leak_nw = 1.35
combinationalPowerShare_pct = 11.5
power.total_mw = 0.747

[cts]
cts_root_buf = "clkbuf_8"
post_cts_resized = 0
clockBufferDepth = 2
htreeDepth = 3
worst_setup_hold_path_clk_slew_ns = 0.08
clock_latency_ns = 0.34
tritoncts = "built"
postCtsHoldBufs = 0
cts_inserted_buffers = 9
postCtsSetupRepairBufs = 0

[grt]
grt_pass1_vias = 2094
overflow = 0
grt_pass1_wl_mm = 9.52
grt_usage_pct = 19.3
grt_max_degree = 19
antenna_found_initial = 0

[floorplanning]
chip_area_um2 = 6680
io_pins = 18
die_h_um = 81.7
placementRows = 28
fp_util_pct = 52.7
die_w_um = 81.7
core-area_um2 = 6030

[critical_path]
cp-end-kind = "flop"
critPathKind = "flop to flop"
crit_path_start_kind = "flop"
worstPathRequired_ns = 8.43
reg2reg_depth = 9
cp.arrival_ns = 3.17
critical_path.max_fanout = 13

[min_path]
hold_depth = 1
hold_path.class = "flop to flop"

[job]
max_cap_viol_count = 0
tool_warnings = 29

[run_status]
status = "complete, no violations"
-- final cells by class --
| class | instances | area (µm²) | share of cell area (%) |
|---|---|---|---|
| clock inverter | 4 | 48.8 | 1.36 |
| sequential | 69 | 1530 | 42.7 |
| timing repair buffer | 17 | 170 | 4.76 |
| clock buffer | 12 | 155 | 4.34 |
| inverter | 13 | 48.8 | 1.36 |
| tap | 75 | 93.8 | 2.62 |
| multi-input combinational | 241 | 1530 | 42.9 |
-- sequential cells by signal, summed over array words and instances, names as in the netlist --
name                      count
divider.counter              27
divider.oneHz_enable          1
fsm.LEDs                      7
fsm.WR_Reset                  1
fsm.deviate                   1
fsm.interval                  3
fsm.senseOneTime              1
fsm.start_timer               1
synchronizer.Prog_Sync        1
synchronizer.Reset_Sync       1
synchronizer.Sensor_Sync      1
synchronizer.WR_Sync          1
timeParameter.tb              4
timeParameter.te              4
timeParameter.ty              4
timeParameter.value           4
timer.change                  1
timer.expired                 1
timer.time_left               4
walkRegister.WR               1
-- cells in the final DEF, fill, tap and decap left out, types with 2 or more instances in the layout --
master | netlist | final
a211o_1 | 2 | 2
a21oi_1 | 11 | 11
a22o_1 | 3 | 3
a22oi_1 | 2 | 2
and2_1 | 14 | 14
clkbuf_8 | 0 | 11
clkdlybuf4s50_1 | 0 | 17
clkinvlp_4 | 0 | 2
dfxtp_1 | 54 | 54
edfxtp_1 | 14 | 14
ha_1 | 8 | 8
inv_1 | 13 | 13
mux2i_1 | 6 | 6
nand2_1 | 38 | 38
nand2b_1 | 9 | 9
nand3_1 | 9 | 9
nand3b_1 | 2 | 2
nand4_1 | 3 | 3
nor2_1 | 39 | 39
nor2_2 | 2 | 2
nor2b_1 | 5 | 5
nor3_1 | 11 | 11
nor3_2 | 2 | 2
nor4_1 | 5 | 5
nor4_2 | 2 | 2
nor4b_1 | 3 | 3
o21ai_0 | 9 | 9
o21ai_1 | 3 | 3
or3_1 | 4 | 4
xnor2_1 | 10 | 10
xor2_1 | 17 | 17
-- through the flow --
| stage | hold slack (ns) | area, µm² | setup WS (ns) |
|---|---|---|---|
| floorplan | 0.363 | 3180 | 5.66 |
| global placement | 0.376 | 3370 | 5.11 |
| detailed placement | 0.376 | 3370 | 5.07 |
| CTS | 0.403 | 3580 | 5.28 |
| global route | 0.417 | 3580 | 4.92 |
| finish | 0.399 | 3580 | 5.26 |
-- final timing paths --
kind                                            to  slack, ns                from
worst max-delay path            divider.counter[0]       5.26  divider.counter[0]
worst min-delay path                  timer.change       0.40     fsm.start_timer
worst max register to register  divider.counter[0]       5.26  divider.counter[0]
worst min register to register        timer.change       0.40     fsm.start_timer
-- power by group through the flow --
stage,Sequential (mW),Clock (mW),Combinational [mW]
4_1_cts,0.384,0.284,0.0859
6_report,0.384,0.276,0.0862
5_1_grt,0.387,0.299,0.0981
-- kinds of logic after synthesis --
| logic type | Yosys count | synth area share, % |
|---|---|---|
| simple gates | 160 | 27.4 |
| flops | 69 | 48.1 |
| compound gates | 38 | 7.91 |
| xor+xnor | 27 | 7.44 |
| buf+inv | 25 | 3.66 |
| fa+ha+maj | 8 | 3.15 |
| mux | 7 | 2.24 |
| other cells | 1 | 0.118 |
-- per-layer routing --
layer / vias up / global-route usage, % / routed length (µm)
met5: - / 0 / 0
met4: 0 / 2.11 / 56
met3: 6 / 5.41 / 338
met2: 53 / 29.3 / 2380
met1: 1015 / 29.6 / 2770
li1: 1182 / - / -
-- critical path, cell delays in order, from the launching register on --
cell and delay, ns:
dfxtp_1 0.34, inv_1 0.08, ha_1 0.27, nor4b_4 0.41, nand4_2 0.23, xor2_1 0.24, o21ai_0 0.11, nor3_1 0.41
a41oi_2 0.44, and2_1 0.30
Power is estimated from default activity; no workload was simulated.
